--- /design/flow/config.mk ---
export PLATFORM = sky130hd
export DESIGN_NAME = ldconv
export DESIGN_NICKNAME = ldconv
export VERILOG_FILES = /design/flow/design.v
export SDC_FILE = /design/flow/constraint.sdc
export NUM_CORES = 4
export LEC_CHECK = 1
export CORE_AREA = 10 10 86 86
export DIE_AREA = 0 0 96 96
--- /design/flow/constraint.sdc ---
current_design ldconv

set clk_period 5.2
set clk_io_pct 0.2

create_clock -name clk0 -period $clk_period

set non_clock_inputs [all_inputs -no_clocks]
set_input_delay [expr $clk_period * $clk_io_pct] -clock clk0 $non_clock_inputs
set_output_delay [expr $clk_period * $clk_io_pct] -clock clk0 [all_outputs]
--- /design/flow/design.v ---
module ldconv(
    input [31:0]  in,
    input [31:0]  ir,
    input [1:0]   offset,
    output [31:0] out
);
    parameter [6:0] ir_loads = 7'b000_0011;  
    parameter [2:0] ir_lb    = 3'b000;
    parameter [2:0] ir_lh    = 3'b001;
    parameter [2:0] ir_lw    = 3'b010;
    parameter [2:0] ir_lbu   = 3'b100;
    parameter [2:0] ir_lhu   = 3'b101;
    wire [6:0] opcode     = ir[6:0];    
    wire [4:0] imm_rd     = ir[11:7];   
    wire [2:0] imm_funct3 = ir[14:12];  
    wire [4:0] imm_rs1    = ir[19:15];  
    wire [4:0] imm_rs2    = ir[24:20];  
    wire [6:0] imm_funct7 = ir[31:25];  
    function [31:0] func_ldconv;
        input [6:0]  opcode;
        input [2:0]  imm_funct3;
        input [31:0] in;
        input [1:0]  offset;
        begin
            if(opcode == ir_loads) begin
                case(imm_funct3)
                    ir_lb: begin
                        case(offset)
                            2'b00: func_ldconv = {{24{in[7]}}, in[7:0]};
                            2'b01: func_ldconv = {{24{in[15]}}, in[15:8]};
                            2'b10: func_ldconv = {{24{in[23]}}, in[23:16]};
                            2'b11: func_ldconv = {{24{in[31]}}, in[31:24]};
                        endcase
                    end
                    ir_lh: begin
                        case(offset)
                            2'b00: func_ldconv = {{16{in[15]}}, in[15:0]};
                            2'b01: func_ldconv = {{16{in[15]}}, in[15:0]};
                            2'b10: func_ldconv = {{16{in[31]}}, in[31:16]};
                            2'b11: func_ldconv = {{16{in[31]}}, in[31:16]};
                        endcase
                    end
                    ir_lw: begin
                        func_ldconv = in;
                    end
                    ir_lbu: begin
                        case(offset)
                            2'b00: func_ldconv = {24'b0, in[7:0]};
                            2'b01: func_ldconv = {24'b0, in[15:8]};
                            2'b10: func_ldconv = {24'b0, in[23:16]};
                            2'b11: func_ldconv = {24'b0, in[31:24]};
                        endcase
                    end
                    ir_lhu: begin
                        case(offset)
                            2'b00: func_ldconv = {16'b0, in[15:0]};
                            2'b01: func_ldconv = {16'b0, in[15:0]};
                            2'b10: func_ldconv = {16'b0, in[31:16]};
                            2'b11: func_ldconv = {16'b0, in[31:16]};
                        endcase
                    end
                endcase
            end
        end
    endfunction
    assign out = func_ldconv(opcode, imm_funct3, in, offset);
endmodule
--- /design/flow/run.sh ---
#!/bin/bash
# OpenROAD 26Q1-2900-gdf79404cd8, Yosys 0.63+post, stock flow scripts
make -C /OpenROAD-flow-scripts/flow DESIGN_CONFIG=/design/flow/config.mk WORK_HOME=/design/flow/orfs finish
==> run summary <==
flow finished, numbers: vias in the first global route=approximately 1100, max incr delay on CP=0.64 ns, cells after synthesis=between 100 and 150, largest net degree at the start of global routing=20, post-synth top area cell=mux2i_1, GRT overflow=0, core box area=roughly 5500 µm², Routability Congestion=roughly 0.87, first-pass detailed-route iteration total=4, initial antenna violation count=0, Synth cell types=26, DR vias=1120, Top Layout Cells=clkdlybuf4s50_1 (69), nand2_1 (17), mux2i_1 (16), a21o_1 (16), a32oi_1 (9), fin. max-slew vios=0, registers=0, CP max stage cell=clkdlybuf4s50_1, number of DRC markers in iteration 0=roughly 42, FP Util=14.5%, Max Fclk=roughly 0.23 GHz, Post-CTS Resized=0, Synth area leaders=mux2i_1 (20%), a21o_1 (15%), a32oi_1 (9.8%), Hold Fails Final Rpt=0, final wirelength=between 3000 and 4000 µm, number of max-cap violations=0, fin crit share=between 80% and 90%, Tot GR Track Use=8.17%, setup TNS=0 ns, Detail Route Antenna Nets=0, Syn Area/Cell=7.11 µm², RSZ-0062 raised after global routing=false, Design Power=roughly 0.00016 W, outcome=completed, CP endpoint kind=output pin, arrival time worst endpoint=~3.3 ns, DIE AREA=roughly 9000 µm², Worst Path Buf+Inv=2, Final Worst Setup Slack=0.861 ns, I/O pin total=98, hold slack=approximately 3.1 ns, area grow syn2layout=93.1%, WL/cell=15.8 µm, CP Data Required Time=between 4 and 5 ns, Detail Placement HPWL=~3200 µm, share of post-route cells with drive strength above 1=4.57%, DRC=0, Slew headroom=about 60%, CP delay by family, top=buffers and inverters, post-layout min period=approximately 4.3 ns, Worst-Margin Slew=roughly 0.60 ns, crit path kind=in2out, setup repair bufs after CTS=0, dominant logic cell type in the layout=clkdlybuf4s50_1, Yosys Instances=about 110, P per Cell Area=106 nW/µm², fillers=approximately 610, antenna fix cells=0, HP Class=in2out, final setup fails=0, pre-CTS setup slack=between 0.9 and 1 ns, CP cell instances=clkdlybuf4s50_1, nor2_1, nand2_1, a32oi_1, clkdlybuf4s50_1, I/O Buffers=between 60 and 70, Netlist Area Pre-Place=803 µm², post-synthesis sequential area ratio=0%, Chip Area, Yosys=between 800 and 900 µm², CTS Hold Bufs=0, Yosys warning count=1, global-route wire length before repair=6120 µm, Log Warnings=61, die height=around 96 µm, Cell Rows=27, crit-path max FO=13, CP most frequent cell=clkdlybuf4s50_1, Sequential cell area=0 µm², Peak VDD IR=~37 µV, Largest type area fraction=19.9%, die width=around 96 µm, Vias/cell=roughly 4.5, clock buf count=0, CP Launch Type=input port, Leak Pwr=around 0.64 nW
-- Yosys cell counts, drive strengths merged --
cell	number
o22a	6
a21oi	3
nand2	17
o21ai	3
buf	9
a31oi	1
nor2b	6
o21bai	1
o31ai	1
or3	1
mux2i	16
o211a	1
nor3b	1
mux2	2
nor2	8
xnor2	1
o221ai	7
a32oi	9
a21o	16
clkbuf	2
nand2b	1
and2b	1
-- metal layers --
metal | part of all wire, % | global-route usage, % | up-vias
met1 | 42 | 10.9 | 501
li1 | - | - | 566
met4 | 0.59 | 0.491 | 0
met3 | 12 | 2.83 | 2
met2 | 46 | 13.1 | 51
met5 | 0 | 0 | -
-- final cells by class --
type	instances	area (µm²)	share of cell area, %
multi-input combinational	102	741	47.7
timing repair buffer	73	721	46.5
tap	72	90.1	5.81
-- tightest hold or removal path: stages --
cell and delay [ns]:
clkdlybuf4s50_1 0.42, a21o_1 0.16, clkdlybuf4s50_1 0.40
-- cells by family (layout without fill, tap and decap cells) --
group / count (synthesis) / after routing / synth area share (%)
XOR/XNOR: 1 / 1 / 1.09
multiplexers: 18 / 18 / 23.2
AND/OR/NAND/NOR: 35 / 35 / 19.8
buffers and inverters: 11 / 73 / 8.41
AND-OR/OR-AND: 48 / 48 / 47.5
-- metrics by stage --
step | cell area, µm² | cells | util (%)
3_5_place_dp | 1550 | 247 | 28.0
4_1_cts | 1550 | 247 | 28.0
5_1_grt | 1550 | 247 | 28.0
2_1_floorplan | 803 | 113 | -
6_report | 1550 | 247 | 28.0
3_3_place_gp | 1550 | 247 | 28.0
-- path summary, 6_finish.rpt --
check / from / end / slack [ns] / depth (start not counted)
min: in[27] / out[27] / 3.06 / 3
max: ir[12] / out[9] / 0.86 / 5
-- power by group --
part	internal, W	switching [W]
clock	0	0
combinational	0.000108	0.0000562
sequential	0	0
Power and IR drop assume default switching activity.
