==> design.v <==
module stconv(
    input  [31:0] in,
	input  [31:0] ir,
	output [31:0] out
);
    parameter [6:0] ir_stores = 7'b0100011;
    parameter [2:0] ir_sb = 3'b000;
    parameter [2:0] ir_sh = 3'b001;
    parameter [2:0] ir_sw = 3'b010;
    wire [6:0] opcode     = ir[6:0];
    wire [2:0] imm_funct3 = ir[14:12];
    function [31:0] func_stconv;
        input [6:0] opcode;
        input [2:0] imm_funct3;
        input [31:0] in;
        begin
            if(opcode == ir_stores) begin
                case(imm_funct3)
                    ir_sb: func_stconv = {4{in[7:0]}};
                    ir_sh: func_stconv = {2{in[15:0]}};
                    ir_sw: func_stconv = in;
                    default: func_stconv = 32'b0;
                endcase
            end
            else begin
                func_stconv = 32'b0;
            end
        end
    endfunction
    assign out = func_stconv(opcode, imm_funct3, in);
endmodule  
==> run.sh <==
#!/bin/bash
# OpenROAD 26Q1-2900-gdf79404cd8, Yosys 0.63+post, stock flow scripts
make -C /OpenROAD-flow-scripts/flow DESIGN_CONFIG=/design/flow/config.mk WORK_HOME=/design/flow/orfs finish
==> config.mk <==
export PLATFORM = sky130hd
export DESIGN_NAME = stconv
export DESIGN_NICKNAME = stconv
export VERILOG_FILES = /design/flow/design.v
export SDC_FILE = /design/flow/constraint.sdc
export NUM_CORES = 4
export LEC_CHECK = 1
export CORE_AREA = 10 10 78 78
export DIE_AREA = 0 0 88 88
==> constraint.sdc <==
current_design stconv

set clk_period 5.3
set clk_io_pct 0.2

create_clock -name clk0 -period $clk_period

set non_clock_inputs [all_inputs -no_clocks]
set_input_delay [expr $clk_period * $clk_io_pct] -clock clk0 $non_clock_inputs
set_output_delay [expr $clk_period * $clk_io_pct] -clock clk0 [all_outputs]
==> metrics.cfg <==
[synthesis]
ys_sh_simple_pct = 43.3
netlist_instances = 112
synth_seq_share_pct = 0
ys.warnings.count = 1
adder_share_pct = 0
yosysUniqueCellTypes = 18
avg_cell_area_syn_um2 = 5.88
synthXorXnorAreaFrac_pct = 0
post_synth_instance_area_um2 = 658
muxShareOfSynthArea_pct = 0
synth_compound_gate_area_share_pct = 42.0
synth.logic.top_family = simple AND/OR/NAND/NOR gates
synth_chip_area_um2 = 658
synth-cells-yosys = 112

[floorplan]
die_area_mm2 = 0.00774
fp-row-count = 24
io-pin-count = 96
floorplan.core_area_mm2 = 0.00441
die-width_um = 88
fp-utilization_pct = 14.9
die-height_um = 88

[power]
p_switching_w = 0.0000253
internal_power_w = 0.0000408
switching_share_pct = 38.3
seq_power_share_pct = 0
power_leakage_nw = 0.532
power.share.combinational_pct = 100.0
vdd_drop_max_uv = 14.9
clock_power_share_pct = 0
power.density_cell_area_mw_per_mm2 = 46.8

[global_routing]
grt_most_used_layer = met2
grtUsageMet3_pct = 1.96
initial_antenna_violation_count = 0
grt_pass1_vias = 909
groute.layer.met2.usage_pct = 11.8
grt_remaining_overflow = 0
grt_max_degree = 25
global_route.usage.met1_pct = 10.7
wire_length_of_the_first_global_routing_pass_um = 4750
grt_usage_pct = 7.53

[routing]
route.antenna.diode_count = 0
routed_wirelength_um = 3210
vias_per_cell = 4.20
detailroute.via_count = 975
detail-route-antenna-nets = 0
wl_per_cell_um = 13.8
drt-pass1-iter-count = 4
initialDrtViolationCount = 30
drt_drc_violations_left = 0

[finish]
num-fill-cells = 466
clock_buffers = 0
flop_area_um2 = 0
area.combinational_um2 = 562
final_common_cell = clkdlybuf4s50_1
final_design_area_no_fill_mm2 = 0.00141
final_util_pct = 32.0
lay_top_cells = clkdlybuf4s50_1, nand2_1, a21o_1, nor2_1, a21oi_1
seq_cells = 0
area.growth.synth_to_final_pct = 115
layout-drive-gt1-share_pct = 5.00
final_cells = 232

[sta]
post-route-period-util_pct = 81.3
setup_tns_ps = 0
timing_max_transition_violations_final = 0
clock.fmax_ghz = 0.232
hold_viol = 0
grt_setup_unrepaired = false
finalCriticalPeriod_ps = 4310
worst-slew-pin-transition_ps = 674
timing.final.setup_violations = 0
slew-limit-headroom_pct = 55.0

[clock_network]
cts-resized-gates = 0
cts.repair_timing.setup_buffer_count = 0
holdBufCountCts = 0

[worst_hold_path]
worstHoldPathCells = 4
hold_start = in[6]
min_to = out[6]
hp-class = input port to output pin

[status]
outcome = complete, no violations

[place]
io_buffers = 74
place.detailed.hpwl_um = 2710
rd_place_congestion = 0.720
placed_cells = 232
post_dp_cell_area_mm2 = 0.00141

[worst_setup_path]
timing_worst_setup_path_type = input port to output pin
cp_max_fo = 16
cp_most_frequent_cell = clkdlybuf4s50_1
critical_path.slowest_cell = clkdlybuf4s50_1
crit_path_end_kind = output pin
path_cells = clkdlybuf4s50_1, nor2b_1, nand2_1, a21oi_1, clkdlybuf4s50_1
setup.worst_path.start_class = input port
max_stage_delay_ps = 680
worstPathArrival_ps = 3250
required_time_of_the_worst_setup_path_ps = 4240

[run]
max_cap_violations = 0
warnings = 54

==> layer usage <==
layer  vias to the layer above  part of all wire, %
met2                        44                   43
met4                         0                    0
li1                        513                    -
met5                         -                    0
met3                         0                   11
met1                       418                   46
==> per-stage QoR <==
step / worst slack (ps) / total power, W / hold slack, ps
2_1_floorplan: 2510 / 0.0000284 / 2170
3_3_place_gp: 910 / 0.0000661 / 3080
3_5_place_dp: 926 / 0.0000663 / 3080
4_1_cts: 916 / 0.0000666 / 3090
5_1_grt: 705 / 0.0000727 / 3120
6_report: 992 / 0.0000660 / 3080
==> critical path: cells and delay by family <==
kind            cells  cell delay [ps]
compound gates      1              160
buf+inv             2             1170
simple gates        2              840
==> Yosys cell counts (all sizes together) <==
library cell	count	area share, %
nand2	25	14
a21oi	17	15
nor2	17	10
a21o	16	18
a22oi	8	9.1
inv	8	4.6
nand2b	8	7.6
buf	7	9.5
and3b	1	1.3
clkbuf	1	0.57
nand3	1	2.7
nor2b	1	0.95
nor3b	1	2.9
nor4b	1	3.6
==> cells by family (layout without fill, tap and decap cells) <==
logic type,count (synthesis),in the layout
AND-OR/OR-AND,41,41
buffers and inverters,16,84
AND/OR/NAND/NOR,55,55
==> power groups by stage <==
stage         combinational [W]  clock (W)  sequential, W
finish                0.0000660          0              0
global route          0.0000727          0              0
CTS                   0.0000666          0              0
==> layout make-up <==
class / instances / area share [%]
Inverter: 8 / 2.13
Multi-Input combinational cell: 96 / 39.8
Tap cell: 52 / 4.61
Timing Repair Buffer: 76 / 53.5
==> worst max path at each step <==
stage,startpoint,endpoint,slack [ps],cells after the start
CTS,ir[13],out[12],920,5
global route,ir[13],out[25],700,5
finish,ir[13],out[13],990,5
No activity file was given, so power comes from the tool's default toggle rates.
